--- flow/design.v ---
`timescale 1ns/1ns
module edge_detect
#(
    parameter POS_ENABLE = 1,
    parameter NEG_ENABLE = 1,
    parameter INIT_VAL = 1'b0
)
(
    input wire clk,
    input wire rst_n,
    input wire input_signal,
    output wire pos,
    output wire neg
);
parameter U_DLY = 1;
reg input_signal_dly;
always @(posedge clk or negedge rst_n) 
begin
    if(rst_n == 1'b0) begin
        input_signal_dly <= #U_DLY INIT_VAL;
    end
    else begin 
        input_signal_dly <= #U_DLY input_signal;
    end
end
generate
    if(POS_ENABLE == 1) begin
        reg pos_reg;
        assign pos = pos_reg;
        always @(posedge clk or negedge rst_n) 
        begin
            if(rst_n == 1'b0) begin
                pos_reg <= #U_DLY 1'b0;
            end
            else if(input_signal == 1'b1 && input_signal_dly == 1'b0) begin
                pos_reg <= #U_DLY 1'b1;
            end
            else begin 
                pos_reg <= #U_DLY 1'b0;
            end
        end
    end
    else begin 
        assign pos = 1'b0;
    end
endgenerate
generate
    if(NEG_ENABLE == 1) begin
        reg neg_reg;
        assign neg = neg_reg;
        always @(posedge clk or negedge rst_n) 
        begin
            if(rst_n == 1'b0) begin
                neg_reg <= #U_DLY 1'b0;
            end
            else if(input_signal == 1'b0 && input_signal_dly == 1'b1) begin
                neg_reg <= #U_DLY 1'b1;
            end
            else begin 
                neg_reg <= #U_DLY 1'b0;
            end
        end
    end
    else begin 
        assign neg = 1'b0;
    end
endgenerate
endmodule
`timescale 1ns/1ns
module filter
#(
    parameter FILTER_LEN = 8'h05,
    parameter INIT_VAL = 1'b0
)
(
    input wire clk,
    input wire rst_n,
    input wire input_signal,
    output wire output_signal
);
parameter U_DLY = 1;
generate
    if(FILTER_LEN == -1) begin 
        assign output_signal = (input_signal == 1'b0) ? 1'b0 : 1'b1;
    end
    else if(FILTER_LEN == 0) begin
        reg output_signal_reg;
        assign output_signal = output_signal_reg;
        always @(posedge clk or negedge rst_n) 
        begin
            if(rst_n == 1'b0) begin
                output_signal_reg <= #U_DLY INIT_VAL;
            end
            else begin 
                output_signal_reg <= #U_DLY input_signal;
            end
        end
    end
    else begin 
        reg [FILTER_LEN:0] filter_pipe;
        reg output_signal_reg;
        assign output_signal = output_signal_reg;
        always @(posedge clk or negedge rst_n) 
        begin
            if(rst_n == 1'b0) begin
                output_signal_reg <= #U_DLY INIT_VAL;
                filter_pipe[FILTER_LEN:0] <= #U_DLY {FILTER_LEN{1'b0}};
            end
            else begin 
                filter_pipe[FILTER_LEN:0] <= #U_DLY {filter_pipe[FILTER_LEN-1:0],input_signal};
                if(&filter_pipe[FILTER_LEN-1:0] == 1'b1) begin
                    output_signal_reg <= #U_DLY 1'b1;
                end
                if(|filter_pipe[FILTER_LEN-1:0] == 1'b0)begin
                    output_signal_reg <= #U_DLY 1'b0;
                end
            end
        end
    end
endgenerate
endmodule
`timescale 1ns/1ns
module pipe
#(
    parameter PIPE_LEN = 2,
    parameter INIT_VAL = 1'b0
)
(
    input wire clk,
    input wire rst_n,
    input wire input_signal,
    output wire output_signal
);
parameter U_DLY = 1;
generate 
    if(PIPE_LEN == -1) begin
        assign output_signal = (input_signal == 1'b0) ? 1'b0 : 1'b1;
    end
    else if(PIPE_LEN == 0) begin
        reg output_signal_reg;
        assign output_signal = output_signal_reg;
        always @(posedge clk or negedge rst_n) 
        begin
            if(rst_n == 1'b0) begin
                output_signal_reg <= #U_DLY INIT_VAL;
            end
            else begin
                output_signal_reg <= #U_DLY input_signal;
            end
        end
    end
    else if(PIPE_LEN == 1) begin
        reg input_pipe;
        reg output_signal_reg;
        assign output_signal = output_signal_reg;
        always @(posedge clk or negedge rst_n) 
        begin
            if(rst_n == 1'b0) begin
                input_pipe <= #U_DLY INIT_VAL;
                output_signal_reg <= #U_DLY INIT_VAL;
            end
            else begin
                input_pipe <= #U_DLY input_signal;
                output_signal_reg <= #U_DLY input_pipe;
            end
        end
    end
    else begin
        reg [PIPE_LEN-1:0] input_pipe;
        reg output_signal_reg;
        assign output_signal = output_signal_reg;
        always @(posedge clk or negedge rst_n) 
        begin
            if(rst_n == 1'b0) begin
                input_pipe <= #U_DLY {PIPE_LEN{INIT_VAL}};
                output_signal_reg <= #U_DLY INIT_VAL;
            end
            else begin
                input_pipe <= #U_DLY {input_pipe[PIPE_LEN-2:0],input_signal};
                output_signal_reg <= #U_DLY input_pipe[PIPE_LEN-1];
            end
        end
    end
endgenerate
endmodule
`timescale 1ns/1ns
module i2c_slave 
#(
    parameter SLAVE_ADDR = 8'hA0
)
(
    input wire  clk,
    input wire  rst_n,
    input wire  scl_in,
    input wire  sda_in,
    output wire  sda_oen,
    input wire [7:0] write_data,
    input wire  write_en,
    output reg  write_rdy,
    output reg [7:0] read_data,
    output reg  read_en,
    output reg  hitar,
    output reg  flag_start,
    output reg  flag_ack,
    output reg  flag_restart,
    output reg  flag_stop,
    output reg  flag_err
);
parameter U_DLY = 1;
wire sda_filter;
wire scl_filter;
wire sda_pos;
wire sda_neg;
wire scl_pos;
wire scl_neg;
reg i2c_rw;  
reg sda_oen_pre;
reg [7:0] cnt_sda;
reg [7:0] shift_sda;
reg [7:0] data_send;
reg [7:0] curr_state;
reg [7:0] next_state;
localparam STATE_IDLE   = 8'h00;
localparam STATE_START  = 8'h01;
localparam STATE_ADDR   = 8'h02;
localparam STATE_ACK0   = 8'h03;
localparam STATE_WR_DAT = 8'h04;
localparam STATE_ACK1   = 8'h05;
localparam STATE_RD_DAT = 8'h06;
localparam STATE_ACK2   = 8'h07;
localparam STATE_STOP   = 8'h08;
localparam STATE_RESTART = 8'h09;
localparam STATE_NACK   = 8'h0a;
always @(posedge clk or negedge rst_n) 
begin
    if(rst_n == 1'b0) begin
        curr_state <= #U_DLY STATE_IDLE;
    end
    else begin
        curr_state <= #U_DLY next_state;
    end
end
always @(*)
begin
    case (curr_state)
        STATE_IDLE: begin  
            if(scl_filter == 1'b1 && sda_neg == 1'b1)
                next_state = STATE_START;
            else
                next_state = STATE_IDLE;
        end
        STATE_START: begin  
            if(scl_neg == 1'b1)
                next_state = STATE_ADDR;
            else
                next_state = STATE_START;
        end
        STATE_ADDR: begin  
            if(cnt_sda[7:0] == 8'h07 && scl_neg == 1'b1)
                next_state = STATE_ACK0;
            else
                next_state = STATE_ADDR;
        end
        STATE_ACK0: begin  
            if(cnt_sda[7:0] == 8'h08 && scl_neg == 1'b1) begin
                if(hitar == 1'b1 && i2c_rw == 1'b0)
                    next_state = STATE_WR_DAT;
                else if(hitar == 1'b1 && i2c_rw == 1'b1) begin
                    next_state = STATE_RD_DAT;
                end
                else
                    next_state = STATE_STOP;
            end
            else
                next_state = STATE_ACK0;
        end
        STATE_WR_DAT: begin  
            if(cnt_sda[7:0] == 8'h00 && scl_filter == 1'b1) begin
                if(sda_pos == 1'b1)
                    next_state = STATE_STOP;
                else if(sda_neg == 1'b1)
                    next_state = STATE_RESTART;
            end
            else if(cnt_sda[7:0] == 8'h07 && scl_neg == 1'b1)
                next_state = STATE_ACK1;
            else
                next_state = STATE_WR_DAT;
        end
        STATE_ACK1: begin  
            if(cnt_sda[7:0] == 8'h08 && scl_neg == 1'b1)
                next_state = STATE_WR_DAT;
            else
                next_state = STATE_ACK1;
        end
        STATE_RD_DAT: begin  
            if(cnt_sda[7:0] == 8'h00 && scl_filter == 1'b1 && sda_pos == 1'b1)
                next_state = STATE_STOP;
            else if(cnt_sda[7:0] == 8'h07 && scl_neg == 1'b1)
                next_state = STATE_ACK2;
            else
                next_state = STATE_RD_DAT;
        end
        STATE_ACK2: begin  
            if(cnt_sda[7:0] == 8'h08 && scl_neg == 1'b1) begin
                if(flag_ack == 1'b1)
                    next_state = STATE_RD_DAT;
                else
                    next_state = STATE_NACK;
            end
            else
                next_state = STATE_ACK2;
        end
        STATE_STOP: begin  
            next_state = STATE_IDLE;
        end
        STATE_RESTART: begin  
            if(scl_neg == 1'b1)
                next_state = STATE_ADDR;
            else
                next_state = STATE_START;
        end
        STATE_NACK: begin  
            if(cnt_sda[7:0] == 8'h00 && scl_filter == 1'b1) begin
                if(sda_pos == 1'b1)
                    next_state = STATE_STOP;
                else if(sda_neg == 1'b1)
                    next_state = STATE_NACK;
            end
        end
        default: next_state = STATE_IDLE;
    endcase
end
always @(posedge clk or negedge rst_n) 
begin
    if(rst_n == 1'b0) begin
    end
    else begin
    end
end
always @(posedge clk or negedge rst_n) 
begin
    if(rst_n == 1'b0) begin
        write_rdy <= #U_DLY 1'b0;
    end
    else  begin
        case ({curr_state,next_state,i2c_rw})
            {STATE_RD_DAT , STATE_ACK2, 1'b1},
            {STATE_ADDR   , STATE_ACK0, 1'b1}: write_rdy <= #U_DLY 1'b1;
            default: write_rdy <= #U_DLY 1'b0;
        endcase
    end
end
always @(posedge clk or negedge rst_n) 
begin
    if(rst_n == 1'b0) begin
        read_data[7:0] <= #U_DLY 8'hff; 
    end
    else if(curr_state == STATE_WR_DAT && scl_pos == 1'b1)begin
        read_data[7:0] <= #U_DLY {read_data[6:0],sda_filter};
    end
    else if(curr_state == STATE_IDLE) begin
        read_data[7:0] <= #U_DLY 8'hff;
    end
    else ;
end
always @(posedge clk or negedge rst_n) 
begin
    if(rst_n == 1'b0) begin
        read_en <= #U_DLY 1'b0;
    end
    else if(curr_state == STATE_WR_DAT && next_state == STATE_ACK1) begin
        read_en <= #U_DLY 1'b1;
    end
    else begin
        read_en <= #U_DLY 1'b0;
    end
end
always @(posedge clk or negedge rst_n) 
begin
    if(rst_n == 1'b0) begin
        shift_sda[7:0] <= #U_DLY 8'hff;
    end
    else if(curr_state == STATE_ADDR && scl_pos == 1'b1) begin
        shift_sda[7:0] <= #U_DLY {shift_sda[6:0],sda_filter};
    end
end
always @(posedge clk or negedge rst_n) 
begin
    if(rst_n == 1'b0) begin
        hitar <= #U_DLY 1'b0;
        i2c_rw <= #U_DLY 1'b0;
    end
    else if(curr_state == STATE_ADDR && cnt_sda[7:0] == 8'h07 && scl_pos == 1'b1) begin
        i2c_rw <= #U_DLY sda_filter;
    end
    else if(curr_state == STATE_ADDR && next_state == STATE_ACK0 &&
            shift_sda[7:1] == SLAVE_ADDR[7:1]
            ) begin
        hitar <= #U_DLY 1'b1;
    end
    else if(curr_state == STATE_IDLE)begin
        hitar <= #U_DLY 1'b0;
    end
    else ;
end
always @(posedge clk or negedge rst_n) 
begin
    if(rst_n == 1'b0) begin
        cnt_sda[7:0] <= #U_DLY 8'h00;
    end
    else if(cnt_sda[7:0] == 8'h08 && scl_neg == 1'b1) begin
        cnt_sda[7:0] <= #U_DLY 8'h00;
    end
    else if((curr_state == STATE_ADDR || curr_state == STATE_WR_DAT || 
            curr_state == STATE_RD_DAT || curr_state == STATE_NACK) && 
            scl_neg == 1'b1) begin
        cnt_sda[7:0] <= #U_DLY cnt_sda[7:0] + 1'b1;
    end
    else if(curr_state == STATE_IDLE) begin 
        cnt_sda[7:0] <= #U_DLY 8'h00;
    end
end
always @(posedge clk or negedge rst_n) 
begin
    if(rst_n == 1'b0) begin
        flag_ack <= #U_DLY 1'b0;
    end
    else if(curr_state == STATE_ACK0|| 
            curr_state == STATE_ACK1) begin
        flag_ack <= #U_DLY 1'b1;
    end
    else if(curr_state == STATE_ACK2) begin
        if(scl_pos == 1'b1 && sda_filter == 1'b0) 
            flag_ack <= #U_DLY 1'b1;
    end
    else begin
        flag_ack <= #U_DLY 1'b0;
    end
end
always @(posedge clk or negedge rst_n) 
begin
    if(rst_n == 1'b0) begin
        flag_start <= #U_DLY 1'b0;
    end
    else if(curr_state == STATE_IDLE && next_state == STATE_START) begin
        flag_start <= #U_DLY 1'b1;
    end
    else begin
        flag_start <= #U_DLY 1'b0;
    end
end
always @(posedge clk or negedge rst_n) 
begin
    if(rst_n == 1'b0) begin
        flag_restart <= #U_DLY 1'b0;
    end
    else if(curr_state == STATE_WR_DAT && next_state == STATE_RESTART) begin
        flag_restart <= #U_DLY 1'b1;
    end
    else begin
        flag_restart <= #U_DLY 1'b0;
    end
end
always @(posedge clk or negedge rst_n) 
begin
    if(rst_n == 1'b0) begin
        flag_stop <= #U_DLY 1'b0;
    end
    else if((curr_state == STATE_WR_DAT || curr_state == STATE_RD_DAT || curr_state == STATE_NACK) && 
            next_state == STATE_STOP) begin
        flag_stop <= #U_DLY 1'b1;
    end
    else begin
        flag_stop <= #U_DLY 1'b0;
    end
end
always @(posedge clk or negedge rst_n) 
begin
    if(rst_n == 1'b0) begin
        flag_err <= #U_DLY 1'b0;
    end
    else if(curr_state == STATE_ACK0 && hitar == 1'b0) begin
        flag_err <= #U_DLY 1'b1;
    end
    else begin
        flag_err <= #U_DLY 1'b0;
    end
end
always @(posedge clk or negedge rst_n) 
begin
    if(rst_n == 1'b0) begin
        data_send[7:0] <= #U_DLY 8'hff;
    end
    else if(write_en == 1'b1) begin
        data_send[7:0] <= #U_DLY write_data[7:0];
    end
    else if((curr_state == STATE_ACK0 || curr_state == STATE_ACK2) && 
            next_state == STATE_RD_DAT ) begin
        data_send[7:0] <= #U_DLY {data_send[6:0],1'b1};
    end
    else if(curr_state == STATE_RD_DAT && scl_neg == 1'b1) begin
        data_send[7:0] <= #U_DLY {data_send[6:0],1'b1};
    end
end
always @(posedge clk or negedge rst_n) 
begin
    if(rst_n == 1'b0) begin
        sda_oen_pre <= #U_DLY 1'b1;
    end
    else if((curr_state == STATE_ACK0 || curr_state == STATE_ACK2) && 
            next_state == STATE_RD_DAT ) begin
        sda_oen_pre <= #U_DLY data_send[7];
    end
    else if(curr_state == STATE_ACK0 || 
            curr_state == STATE_ACK1 ||
            curr_state == STATE_ACK2 )begin
        sda_oen_pre <= #U_DLY 1'b0;
    end
    else if(curr_state == STATE_RD_DAT && scl_neg == 1'b1) begin
        sda_oen_pre <= #U_DLY data_send[7];
    end
    else ;
end
filter#(
    .FILTER_LEN   ( 8'h02 ),
    .INIT_VAL     ( 1'b0 )
)u_filter_scl(
    .clk           ( clk          ),
    .rst_n         ( rst_n        ),
    .input_signal  ( scl_in       ),
    .output_signal ( scl_filter   )
);
filter#(
    .FILTER_LEN   ( 8'h02 ),
    .INIT_VAL     ( 1'b0 )
)u_filter_sda(
    .clk           ( clk          ),
    .rst_n         ( rst_n        ),
    .input_signal  ( sda_in       ),
    .output_signal ( sda_filter   )
);
edge_detect#(
    .POS_ENABLE   ( 1 ),
    .NEG_ENABLE   ( 1 ),
    .INIT_VAL     ( 1'b0 )
)u_edge_detect_scl(
    .clk          ( clk          ),
    .rst_n        ( rst_n        ),
    .input_signal ( scl_filter   ),
    .pos          ( scl_pos      ),
    .neg          ( scl_neg      )
);
edge_detect#(
    .POS_ENABLE   ( 1 ),
    .NEG_ENABLE   ( 1 ),
    .INIT_VAL     ( 1'b0 )
)u_edge_detect_sda(
    .clk          ( clk          ),
    .rst_n        ( rst_n        ),
    .input_signal ( sda_filter   ),
    .pos          ( sda_pos      ),
    .neg          ( sda_neg      )
);
pipe#(
    .PIPE_LEN     ( 2    ),
    .INIT_VAL     ( 1'b1 )
)u_pipe(
    .clk          ( clk          ),
    .rst_n        ( rst_n        ),
    .input_signal ( sda_oen_pre  ),
    .output_signal( sda_oen      )
);
endmodule
`timescale 1ns/1ns
module i2c_slave_top
(
    input  wire       clk,
    input  wire       rst_n,
    inout  wire       scl,
    inout  wire       sda,
    input  wire [7:0] write_data,
    input  wire       write_en,
    output wire       write_rdy,
    output wire [7:0] read_data,
    output wire       read_en,
    output wire       hitar,
    output wire       flag_start,
    output wire       flag_ack,
    output wire       flag_restart,
    output wire       flag_stop,
    output wire       flag_err
);
parameter U_DLY = 1;
wire scl_in;
wire sda_in;
wire sda_oen;
assign sda = (sda_oen == 1'b0) ? 1'b0 : 1'bz;
assign scl_in = scl;
assign sda_in = sda;
i2c_slave#(
    .SLAVE_ADDR   ( 8'hA0 )
)u_i2c_slave(
    .clk          ( clk          ),
    .rst_n        ( rst_n        ),
    .scl_in       ( scl_in       ),
    .sda_in       ( sda_in       ),
    .sda_oen      ( sda_oen      ),
    .write_data   ( write_data   ),
    .write_en     ( write_en     ),
    .write_rdy    ( write_rdy    ),
    .read_data    ( read_data    ),
    .read_en      ( read_en      ),
    .hitar        ( hitar        ),
    .flag_start   ( flag_start   ),
    .flag_ack     ( flag_ack     ),
    .flag_restart ( flag_restart ),
    .flag_stop    ( flag_stop    ),
    .flag_err     ( flag_err     )
);
endmodule
--- flow/run.sh ---
#!/bin/bash
# OpenROAD 26Q1-2900-gdf79404cd8, Yosys 0.63+post, stock flow scripts
make -C /OpenROAD-flow-scripts/flow DESIGN_CONFIG=/design/flow/config.mk WORK_HOME=/design/flow/orfs finish
--- flow/config.mk ---
export PLATFORM = sky130hd
export DESIGN_NAME = i2c_slave_top
export DESIGN_NICKNAME = i2c_slave_top
export VERILOG_FILES = /design/flow/design.v
export SDC_FILE = /design/flow/constraint.sdc
export NUM_CORES = 4
export LEC_CHECK = 1
export CORE_UTILIZATION = 30
--- flow/constraint.sdc ---
current_design i2c_slave_top

set clk_period 2.8
set clk_io_pct 0.2

create_clock -name clk0 -period $clk_period [get_ports {clk}]

set non_clock_inputs [all_inputs -no_clocks]
set_input_delay [expr $clk_period * $clk_io_pct] -clock clk0 $non_clock_inputs
set_output_delay [expr $clk_period * $clk_io_pct] -clock clk0 [all_outputs]
==> run summary <==
Here are the numbers from the latest Yosys + OpenROAD run.

The tally of yosys warning messages came out at 5. According to the logs, the last stage reached was global routing (5_1_grt). The final RePlAce weighted congestion is 0.813. The count of different cell masters after synthesis came out at 52. The share of synthesized registers carrying an async set or reset came out at 0.911. The pre-placement core utilization is 0.318. The count of input and output buffers is 16.

The total cells reported by yosys after synthesis is 182. The setup slack after placement came out at 0.748 ns. The TritonCTS buffer count is 5.

The number of flops mapped to enable cells by yosys came out at 0. The post-cts gate resize count is 0. The cell chosen for the clock root is sky130_fd_sc_hd__clkbuf_8.

The number of cell rows is 29. The first error in the log reads "[ERROR RSZ-0074] Failed to build tree from global routes for pin 'scl' and net 'scl' at grid (3450, 24150): found route to 2 pins, expected 1". Once synthesis finished, the tally of register bits stood at 45. The timer found 4 register pins that no clock reaches; their paths are not timed. The die span in y is 84.7 um. The I/O pin count is 29. The H-tree level count came out at 2. The post-CTS setup repair buffer count is 0. The post-synthesis instance area came out at 2050 um2. The horizontal die dimension reported for this design is 84.7 um. Looking at the clock tree report, the maximum root-to-sink buffer count equals 2. 9 endpoints have no timing constraint. The synthesis report names the predominant flop master as sky130_fd_sc_hd__dfrtp_1. The number of hold-repair buffers added at the cts stage is 0.

The synthesized netlist has a Yosys-reported chip area of 2050 um2. The synthesized netlist cell count came out at 182. After synthesis, the mean cell area works out to 11.3 um2. The flow did not finish. The largest net degree at the start of global routing came out at 31. Detailed placement ended at an HPWL of 2420 um.
[cells in the mapped netlist, drive strengths merged, types with 2 or more instances]
cell type,count,area (um2)
dfrtp,25,626
dfstp,16,420
nand2,14,52.6
nor2,13,51.3
o21ai,9,45.0
mux2,8,90.1
inv,7,26.3
buf,6,41.3
a221o,5,50.1
and2,5,31.3
clkbuf,5,18.8
nand3,5,25.0
nand4,5,31.3
nor2b,5,31.3
nor3,5,25.0
nor4,5,61.3
dlxtn,4,60.1
and4,3,26.3
ha,3,37.5
nor4b,3,38.8
a22o,2,17.5
and4b,2,20.0
nand2b,2,12.5
nand3b,2,15.0
nor3b,2,26.3
o31ai,2,15.0
[kinds of logic after synthesis]
kind of cell	Yosys count	share of synthesized area
latches	4	0.0293
compound gates	28	0.103
flops	41	0.510
mux	9	0.0488
other cells	1	0.00183
simple gates	77	0.242
buf+inv	18	0.0421
fa+ha+maj	3	0.0183
xor+xnor	1	0.00427
[stage by stage]
stage | power [mW] | hold slack, ns | area (um2) | std cells
floorplan | 0.632 | 0.264 | 2050 | 183
global placement | 0.647 | 0.358 | 2260 | 267
detailed placement | 0.647 | 0.360 | 2260 | 267
CTS | 1.14 | 0.276 | 2370 | 275
Power figures rest on the tool's default switching activity, not on a simulated workload.
